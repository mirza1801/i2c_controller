===== flow/run.sh =====
#!/bin/bash
# OpenROAD 26Q1-2900-gdf79404cd8, Yosys 0.63+post, stock flow scripts
make -C /OpenROAD-flow-scripts/flow DESIGN_CONFIG=/design/flow/config.mk WORK_HOME=/design/flow/orfs finish

===== flow/config.mk =====
export PLATFORM = sky130hd
export DESIGN_NAME = i2c_slave_model
export DESIGN_NICKNAME = i2c_slave_model
export VERILOG_FILES = /design/flow/design.v
export SDC_FILE = /design/flow/constraint.sdc
export NUM_CORES = 4
export LEC_CHECK = 1
export CORE_AREA = 10 10 70 70
export DIE_AREA = 0 0 80 80

===== flow/constraint.sdc =====
current_design i2c_slave_model

set clk_period 1.3
set clk_io_pct 0.2

create_clock -name clk0 -period $clk_period [get_ports {scl}]

set non_clock_inputs [all_inputs -no_clocks]
set_input_delay [expr $clk_period * $clk_io_pct] -clock clk0 $non_clock_inputs
set_output_delay [expr $clk_period * $clk_io_pct] -clock clk0 [all_outputs]

===== flow/design.v =====
`timescale 1ns / 1ps
module i2c_slave_model (
    inout wire sda,      
    input wire scl       
);
    reg sda_dir = 0;      
    reg sda_out = 1;      
    assign sda = sda_dir ? sda_out : 1'bz;   
    reg [3:0] bit_cnt = 0;                   
    reg [7:0] response_data = 8'b10101010;   
    always @(negedge scl) begin
        if (bit_cnt == 8) begin
            sda_dir <= 1;
            sda_out <= 0;
        end else if (bit_cnt < 8) begin
            sda_dir <= 1;
            sda_out <= response_data[7 - bit_cnt];
        end else begin
            sda_dir <= 0;
        end
    end
    always @(posedge scl) begin
        bit_cnt <= bit_cnt + 1;           
        if (bit_cnt == 9) begin
            bit_cnt <= 0;                 
        end
    end
endmodule

==> results_dict.tcl <==
# metrics dict for downstream scripts
set metrics [dict create \
    yosys_cells 25 \
    placement.io_buffers 0 \
    count_of_warnings_emitted_by_yosys 2 \
    placementRows 21 \
    clock_path_buffers 2 \
    synth_area_leader_cell "sky130_fd_sc_hd__dfxtp_1" \
    status "aborted with a tool error" \
    failed_stage "4_1_cts" \
    synth-async-reset-ratio 0 \
    die-height_um 80 \
    synthTopCellsByArea "sky130_fd_sc_hd__dfxtp_1 (46%), sky130_fd_sc_hd__ha_1 (17%), sky130_fd_sc_hd__inv_1 (8.6%)" \
    seq_total_area_yosys 0.460 \
    ioPinCount 2 \
    number_of_enable_type_register_cells_in_the_synthesized_netlist 0 \
    clock_tree.root_cell "sky130_fd_sc_hd__clkbuf_4" \
    postSynthAreaPerCell_um2 8.71 \
    ys_ff 5 \
    synth_top_area_share 0.460 \
    placer_congestion 0.742 \
    cts.sinks 5 \
    cts-hold-fix-buffers 0 \
    cts_max_level 1 \
    dp.cells 75 \
    cts_buffers 3 \
    die_width_um 80 \
    post_cts.resized_instances 7 \
    fraction_of_the_core_area_occupied_by_cells_at_floorplan 0.0637 \
    yosys-stat-area_um2 218 \
    post-cts-setup-buffer-count 2 \
    yosysUniqueCellTypes 11 \
    synth.cells.most_frequent "sky130_fd_sc_hd__dfxtp_1 (5), sky130_fd_sc_hd__inv_1 (5), sky130_fd_sc_hd__ha_1 (3), sky130_fd_sc_hd__nand3_1 (3)" \
    firstError "[error] [KeplerFormal.cpp:679] Workflow failed: Iso has multiple drivers: .sda0, sda$_SDFFE_NP0N_.Q0" \
    post_synth_instance_area_um2 218 \
    synthCells 25 \
    synth_top_flop_cell "sky130_fd_sc_hd__dfxtp_1" \
]
## cell families after synthesis
kind of cell,synth area share
buf+inv,0.0862
compound gates,0.103
flops,0.460
fa+ha+maj,0.172
simple gates,0.178
## metrics by stage
step	total power (uW)	utilization	setup WS, ns	cell area, um^2
after detailed placement	166	0.0897	-0.252	307
after floorplan	166	-	-0.205	219
after global placement	166	0.0897	-0.211	307
Power is estimated from default activity; no workload was simulated.
