==> design.v <==
`timescale 1ns / 1ps
module i2c_master (
    input wire clk, rst,                       
    input wire start,                          
    input wire rw,                             
    input wire [6:0] addr,                     
    input wire [7:0] data_in,                  
    output reg [7:0] data_out,                 
    output reg scl,                            
    inout wire sda,                            
    output reg busy,                           
    output reg ack_received,                   
    output reg done                            
);
    parameter CLK_DIV = 250;                   
    parameter BIT_LIMIT = 3;                   
    reg [15:0] clk_cnt;                        
    reg scl_en;                                
    reg [2:0] state;                           
    reg [2:0] bit_cnt;                         
    reg [7:0] shift;                           
    reg data_phase = 0;                        
    reg sda_out = 1;                           
    reg sda_dir = 1;                           
    assign sda = sda_dir ? sda_out : 1'bz;     
    wire sda_in = sda;                         
    parameter IDLE = 0, START = 1, SEND = 2, ACK = 3, READ = 4, STOP = 5, DONE = 6;
    always @(posedge clk or posedge rst) begin
        if (rst) begin
            clk_cnt <= 0;
            scl <= 1;
        end else if (scl_en) begin
            if (clk_cnt == CLK_DIV-1) begin    
                clk_cnt <= 0;
                scl <= ~scl;
            end else begin
                clk_cnt <= clk_cnt + 1;
            end
        end else begin
            scl <= 1;                          
            clk_cnt <= 0;
        end
    end
    always @(posedge clk or posedge rst) begin
        if (rst) begin
            state <= IDLE;
            busy <= 0;
            done <= 0;
            ack_received <= 0;
            data_out <= 0;
            sda_out <= 1;
            sda_dir <= 1;
            scl_en <= 0;
            data_phase <= 0;
        end else begin
            done <= 0;
            case (state)
                IDLE: begin
                    if (start) begin           
                        busy <= 1;
                        scl_en <= 1;           
                        state <= START;
                    end
                end
                START: begin
                    if (scl && clk_cnt == 0) begin  
                        sda_out <= 0;          
                        sda_dir <= 1;
                        shift <= {addr, rw};   
                        bit_cnt <= BIT_LIMIT;  
                        state <= SEND;
                        data_phase <= 0;       
                    end
                end
                SEND: begin
                    if (!scl && clk_cnt == 0) begin  
                        sda_out <= shift[bit_cnt];   
                        if (bit_cnt == 0) begin
                            sda_dir <= 0;      
                            state <= ACK;
                        end else begin
                            bit_cnt <= bit_cnt - 1;
                        end
                    end
                end
                ACK: begin
                    if (scl && clk_cnt == 0) begin   
                        ack_received <= ~sda_in;     
                        sda_dir <= 1;        
                        sda_out <= 0;
                        if (!data_phase && !rw) begin  
                            shift <= data_in;
                            bit_cnt <= BIT_LIMIT;
                            state <= SEND;
                            data_phase <= 1;
                        end else if (rw && !data_phase) begin  
                            bit_cnt <= BIT_LIMIT;
                            state <= READ;
                            data_phase <= 1;
                            sda_dir <= 0;    
                        end else begin
                            state <= STOP;   
                        end
                    end
                end
                READ: begin
                    if (scl && clk_cnt == 0) begin   
                        data_out[bit_cnt] <= sda_in;
                        if (bit_cnt == 0) begin
                            state <= STOP;
                            sda_dir <= 1;
                            sda_out <= 1;  
                        end else begin
                            bit_cnt <= bit_cnt - 1;
                        end
                    end
                end
                STOP: begin
                    if (!scl && clk_cnt == 0) begin  
                        sda_out <= 0;
                        sda_dir <= 1;
                    end
                    if (scl && clk_cnt == 0) begin   
                        sda_out <= 1;
                        scl_en <= 0;                
                        state <= DONE;
                    end
                end
                DONE: begin
                    busy <= 0;
                    done <= 1;
                    state <= IDLE;                  
                end
            endcase
        end
    end
endmodule
==> run.sh <==
#!/bin/bash
# OpenROAD 26Q1-2900-gdf79404cd8, Yosys 0.63+post, stock flow scripts
make -C /OpenROAD-flow-scripts/flow DESIGN_CONFIG=/design/flow/config.mk WORK_HOME=/design/flow/orfs finish
==> config.mk <==
export PLATFORM = sky130hd
export DESIGN_NAME = i2c_master
export DESIGN_NICKNAME = i2c_master
export VERILOG_FILES = /design/flow/design.v
export SDC_FILE = /design/flow/constraint.sdc
export NUM_CORES = 4
export LEC_CHECK = 1
export CORE_UTILIZATION = 50
==> constraint.sdc <==
current_design i2c_master

set clk_period 3.1
set clk_io_pct 0.2

create_clock -name clk0 -period $clk_period [get_ports {clk}]

set non_clock_inputs [all_inputs -no_clocks]
set_input_delay [expr $clk_period * $clk_io_pct] -clock clk0 $non_clock_inputs
set_output_delay [expr $clk_period * $clk_io_pct] -clock clk0 [all_outputs]
==> flow_summary.yaml <==
# flow metrics
run_status:
  status: "aborted with a tool error"
  stop_stage: "clock tree synthesis"
  error: "[error] [KeplerFormal.cpp:679] Workflow failed: Iso has multiple drivers: .sda0, sda$_DFFE_PP1P_.Q0"
clock_network:
  clock_path_buffers: 2
  cts_buffers: 5
  cts_hold_buffers: 0
  postCtsResizedCells: 0
  cts_root_buffer: "clkbuf_8"
  cts_setup_buffers: 0
  htree_levels: 2
  cts_num_sinks: 49
synth:
  topCellsByArea: "dfrtp_1 (33%), edfxtp_1 (12%), mux2_2 (4.7%)"
  numSynthFlops: 49
  synth_cells: 247
  edf_count: 11
  yosys_warnings: 2
  synth_seq_share_pct: 48.4
  top_cell_area_share_pct: 33.0
  yosys.area.top_type: "dfrtp_1"
  yosys-stat-area_um2: 2660
  synth_cell_types: 51
  ff_type: "dfrtp_1"
  synth_area_um2: 2660
  syn_area_per_cell_um2: 10.8
  ys_cells: 247
  synthArstFlopShare_pct: 77.6
place:
  io_buffer_count: 30
  dp_hpwl_um: 3640
  place_congestion: 0.791
  dp_slack_ps: 738
floorplan:
  pin_count: 32
  initial_utilization_pct: 52.0
  die_width_um: 74.9
  rows: 26
  die_y_um: 74.9
==> through the flow <==
step / utilization (%) / std cells / cell area [um2]
2_1_floorplan: - / 247 / 2660
3_3_place_gp: 58.6 / 339 / 2990
3_5_place_dp: 58.6 / 339 / 2990
==> cells by family after synthesis <==
| kind of cell | after synthesis | synth area share [%] |
|---|---|---|
| fa+ha+maj | 9 | 4.24 |
| buf+inv | 27 | 4.95 |
| flops | 49 | 48.4 |
| compound gates | 35 | 8.57 |
| mux | 17 | 7.40 |
| simple gates | 93 | 20.9 |
| xor+xnor | 17 | 5.61 |
==> Yosys cell counts, drive strengths merged, types with 7 or more instances <==
| cell type | number |
|---|---|
| nor2 | 26 |
| xnor2 | 12 |
| ha | 9 |
| o31ai | 7 |
| nand3 | 11 |
| mux2 | 11 |
| nand2 | 12 |
| inv | 17 |
| buf | 7 |
| dfrtp | 35 |
| o21ai | 14 |
| edfxtp | 11 |
| nor3 | 9 |
